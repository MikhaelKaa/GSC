==> design.v <==
module bcd_cnt #(parameter DELAY_RISE = 1, DELAY_FALL = 1)
(
    input counter,
    input reset_n,
    output carry,
    output [3:0] d
);
reg [3:0] cnt = 4'b0;
reg c = 1'b0;
always @(negedge counter) begin
    if(!reset_n) begin
        cnt <= 1'b0;
    end else begin
        if(cnt == 4'b1001) begin
            cnt <= 1'b0;
            c <= 0;
        end else begin 
            cnt <= cnt + 1'b1;
            c <= 1'b1;
        end
    end
end
assign d = cnt;
assign carry = c;
endmodule
`timescale 1 ns / 10 ps
module gsc #(parameter DELAY_RISE = 1, DELAY_FALL = 1)
(
    input reset_n,
    input counter_in,
    input clk,
    output [6:0] led_0,
    output [6:0] led_1,
    output [6:0] led_2,
    input spi_cs,
    input spi_clk,
    input spi_mosi,
    input [1:0] spi_a,
    output gen
);
wire [15:0] arr;
wire [15:0] ctrl;
wire spi_gen_cs = spi_cs | ~(spi_a == 2'b00);
wire spi_ctrl_cs = spi_cs | ~(spi_a == 2'b01);
reg  [15:0] cnt = 16'b0;
reg gen_r = 1'b0;
spi_rx16 spi_gen(.spi_cs(spi_gen_cs), .spi_clk(spi_clk), .spi_mosi(spi_mosi), .spi_data(arr), .reset_n(reset));
spi_rx16 spi_ctrl(.spi_cs(spi_ctrl_cs), .spi_clk(spi_clk), .spi_mosi(spi_mosi), .spi_data(ctrl), .reset_n(reset));
reg [3:0] div = 4'b0;
always @(negedge clk ) begin
	div <= div + 1;
end
always @(negedge div[3] ) begin
	if(cnt == arr) begin
		gen_r = ~gen_r;
		cnt <= 16'b0;
	end else begin
		cnt <= cnt + 1;
	end
end
assign gen = gen_r;
wire [3:0] cnt_led_0;
wire [3:0] cnt_led_1;
wire [3:0] cnt_led_2;
wire carry0;
wire carry1;
wire couter_input = (ctrl[0])?(gen):(counter_in);
wire s = (reset_n)?(couter_input):(reset_n^counter_in);
bcd_cnt bcd0(.counter(couter_input), .reset_n(reset_n), .carry(carry0), .d(cnt_led_0));
bcd_cnt bcd1(.counter(carry0 & reset_n),     .reset_n(reset_n), .carry(carry1), .d(cnt_led_1));
bcd_cnt bcd2(.counter(carry1 & reset_n),     .reset_n(reset_n),                 .d(cnt_led_2));
seg7 led0(.D(cnt_led_0), .Q(led_0));
seg7 led1(.D(cnt_led_1), .Q(led_1));
seg7 led2(.D(cnt_led_2), .Q(led_2));
endmodule
module seg7 #(parameter DELAY_RISE = 1, DELAY_FALL = 1)
(
    input [3:0] D,
    output reg [6:0] Q
);
always @(*)
begin
    case (D)
        4'b0000 : Q <= 7'b0111111;  
        4'b0001 : Q <= 7'b0000110;  
        4'b0010 : Q <= 7'b1011011;  
        4'b0011 : Q <= 7'b1001111;  
        4'b0100 : Q <= 7'b1100110;  
        4'b0101 : Q <= 7'b1101101;  
        4'b0110 : Q <= 7'b1111101;  
        4'b0111 : Q <= 7'b0000111;  
        4'b1000 : Q <= 7'b1111111;  
        4'b1001 : Q <= 7'b1101111;  
        default : Q <= 7'b1000000;  
    endcase
end
endmodule
module spi_rx16(
input reset_n,
input spi_cs,
input spi_clk,
input spi_mosi,
output [15:0] spi_data
);
    reg [15:0] data = 16'b0;
    reg [15:0] rx = 16'b0;
    always @(negedge spi_clk ) begin
            if(spi_cs == 1'b0) begin
                rx <= rx << 1;
                rx[0] <= spi_mosi;
            end
    end
    always @(posedge spi_cs ) begin
            data <= rx;
    end
assign spi_data = data;
endmodule
==> run.sh <==
#!/bin/bash
# OpenROAD 26Q1-2900-gdf79404cd8, Yosys 0.63+post, stock flow scripts
make -C /OpenROAD-flow-scripts/flow DESIGN_CONFIG=/design/flow/config.mk WORK_HOME=/design/flow/orfs finish
==> config.mk <==
export PLATFORM = sky130hd
export DESIGN_NAME = gsc
export DESIGN_NICKNAME = gsc
export VERILOG_FILES = /design/flow/design.v
export SDC_FILE = /design/flow/constraint.sdc
export NUM_CORES = 4
export LEC_CHECK = 1
export CORE_UTILIZATION = 30
==> constraint.sdc <==
current_design gsc

set clk_period 1.1
set clk_io_pct 0.2

create_clock -name clk0 -period $clk_period [get_ports {clk}]
create_clock -name clk1 -period $clk_period [get_ports {spi_clk}]

set non_clock_inputs [all_inputs -no_clocks]
set_input_delay [expr $clk_period * $clk_io_pct] -clock clk0 $non_clock_inputs
set_output_delay [expr $clk_period * $clk_io_pct] -clock clk0 [all_outputs]
==> metrics.csv <==
stage,metric,value,unit
synthesis,syn-cell-area,3080,sq um
grt,grt_pass1_vias,1966,
final_timing,finalWorstSetupSlack,-185,ps
synthesis,ys_types,32,
placement,dp_cells,448,
drt,vias,2026,
critical_path,path_cells,"buf_8, nor3_4, buf_6, buf_6",
final_timing,untimed_endpoints,73,
drt,drc,0,
grt,grt_max_degree,18,
final_timing,unclocked_pins,48,
critical_path,crit_arrival,760,ps
drt,antenna_left,0,
grt,grt_pass1_wl,8.22,mm
synthesis,yosysWarningCount,5,
critical_path,cp_common_cell,buf_6,
critical_path,r2r-start,div[0],
min_path,worstHoldStart,div[0],
critical_path,cpPeakStageDelay,200,ps
synthesis,synth.ff_latch_count,69,
run_status,status,"finished, violations left",
drt,drt-total-wl,4.74,mm
finish,final_util,0.380,
drt,drtIter0Drc,56,
synthesis,yosys-stat-cells,294,
synthesis,ys_seq_frac,0.514,
die,fp_util,0.312,
final_timing,slew-limit-headroom,0.702,
drt,routedWlPerCell,9.90,um
run_status,violations,setup timing,
final_timing,rsz0062_at_grt,yes,
grt,antenna_found_initial,0,
finish,drive_gt1_frac,0.0578,
synthesis,synth_cells,294,
drt,avgViaCountPerCell,4.23,
critical_path,crit_fanout,5,
final_timing,final_hold_viol_count,0,
placement,dp_hpwl,3.44,mm
synthesis,syn_avg_cell_area,10.5,sq um
drt,firstDrtPassIters,4,
die,die_w,103,um
final_timing,setup_viol,17,
placement,io_buffers,28,
critical_path,critPathLaunch,spi_a[1],
pwr,leakagePower,0.00154,uW
die,rows,36,
final_timing,finClkSkew,17.7,ps
synthesis,ys_chip_area,3080,sq um
die,design.core.area,9860,sq um
critical_path,cp-start-kind,input port,
final_timing,worst_pin_slew,447,ps
placement,place_ws,-842,ps
pwr,p_total,2440,uW
die,num_io_pins,30,
die,die_area,10700,sq um
critical_path,cp_slowest_cell,nor3_4,
pwr,peakVddDrop,0.00135,V
placement,place_congestion,0.820,
run,warning_count,71,
final_timing,final-max-slew-violation-count,0,
clocking,clkTransAtPathRegs,40,ps
grt,grt_usage,0.0973,
critical_path,path_class,input port to register,
grt,grt-ovfl-total,0,
critical_path,required,580,ps
critical_path,cp-end-kind,register,
run,drv_cap,0,
finish,final_cells,479,
finish,area_delta_synth_final,21.6,%
drt,insertedDiodeCount,0,
pwr,powerDensity,653,nW/um^2
die,die_y,103,um
clocking,cts_tree,done,
min_path,hold_class,register to register,
==> final timing paths <==
kind | slack, ps | cells past startpoint | to
setup reg to reg | 310 | 2 | div[2]
hold reg to reg | 400 | 1 | div[0]
max in group clk0 | 310 | 2 | div[2]
hold / removal | 400 | 1 | div[0]
setup / recovery | -190 | 4 | spi_gen.rx[11]
min in group clk1 | 430 | 0 | spi_gen.rx[12]
==> metal layers <==
layer  wire length [um]  vias up  global-route usage  part of all wire
li1                   -     1080                   -                 -
met1               2440      910               0.143              0.52
met2               2080       34               0.147              0.44
met3                193        2              0.0273             0.041
met4                 25        0              0.0228            0.0053
met5                  0        -                   0                 0
==> sequential cells by signal, indices dropped and copies added, names as in the netlist <==
| register | cells |
|---|---|
| bcd0.c | 1 |
| bcd0.cnt | 4 |
| bcd1.c | 1 |
| bcd1.cnt | 4 |
| bcd2.cnt | 4 |
| cnt | 16 |
| div | 4 |
| gen_r | 1 |
| spi_ctrl.data | 1 |
| spi_ctrl.rx | 1 |
| spi_gen.data | 16 |
| spi_gen.rx | 16 |
==> cells by family (layout without fill, tap and decap cells) <==
logic type      after synthesis  in the layout  synth area share
fa+ha+maj                    26             26             0.106
xor+xnor                     37             37             0.105
buf+inv                      32             84            0.0451
compound gates               32             32            0.0598
simple gates                 94             94             0.157
mux                           4              4            0.0130
flops                        69             69             0.514
==> power by group <==
group	leakage (uW)	total, uW	switching [uW]	internal [uW]
Sequential	0.000587	970	25.3	945
Combinational	0.000784	183	75.4	108
Clock	0.000169	1290	471	820
==> cell usage in the layout, fill, tap and decap left out, drive strengths merged, types with 7 or more instances in the layout <==
| cell type | count |
|---|---|
| o22ai | 7 |
| xnor2 | 29 |
| nand2 | 14 |
| inv | 41 |
| nor2 | 32 |
| dfxtp | 49 |
| edfxtp | 20 |
| nand3 | 9 |
| nand2b | 8 |
| ha | 26 |
| nand4 | 10 |
| o21ai | 16 |
| xor2 | 8 |
| buf | 11 |
| clkdlybuf4s50 | 24 |
==> what timing repair did <==
action	CTS	global route
hold buffers	0	0
setup endpoints to repair	19	16
setup buffers	6	1
gates cloned	2	0
pin swaps	1	2
gates resized	21	1
==> critical path: cells and delay by family <==
| kind | cells | cell delay, ps |
|---|---|---|
| and+or+nand+nor | 1 | 200 |
| buffers and inverters | 3 | 340 |
==> synth_stat cells <==
cell type	instances	area, sq um
nor4_4	1	21.3
a21o_1	2	15.0
nor3b_1	1	7.51
buf_6	2	22.5
and2_0	1	6.26
and2_1	2	12.5
clkbuf_1	4	15.0
dfxtp_1	49	981
a2bb2oi_1	1	8.76
nor3_1	4	20.0
nand2_1	14	52.6
ha_1	26	325
buf_2	3	15.0
mux2i_1	4	40.0
nand3_1	9	45.0
o21a_1	1	7.51
a22o_1	1	8.76
nand4_1	10	62.6
nor2_1	32	120
o22ai_1	7	43.8
nor2b_1	6	37.5
nor4_1	1	6.26
xnor2_1	29	254
and4_1	4	35.0
edfxtp_1	20	601
a21oi_1	4	20.0
inv_1	22	82.6
nand3b_1	1	7.51
nand2b_1	8	50.1
buf_1	1	3.75
o21ai_0	16	80.1
xor2_1	8	70.1
==> area by class of cell <==
cell class              instances  area (sq um)
clock inverters                22           109
well taps                     133           166
clock buffers                   6          82.6
inverters                      20          75.1
fillers                       943          6120
repair buffers                 36           360
multi-input cells             193          1370
flip-flops and latches         69          1580
==> per-stage QoR <==
step,hold slack (ps),cell area (sq um),TNS (ps)
2_1_floorplan,370,3090,-8960
3_3_place_gp,378,3510,-14580
3_5_place_dp,385,3510,-14850
4_1_cts,397,3820,-3970
5_1_grt,419,3740,-3130
6_report,397,3740,-2600
Power is estimated from default activity; no workload was simulated.
