==> flow/run.sh <==
#!/bin/bash
# OpenROAD 26Q1-2900-gdf79404cd8, Yosys 0.63+post, stock flow scripts
make -C /OpenROAD-flow-scripts/flow DESIGN_CONFIG=/design/flow/config.mk WORK_HOME=/design/flow/orfs finish
==> flow/config.mk <==
export PLATFORM = sky130hd
export DESIGN_NAME = EPM3064_GEN
export DESIGN_NICKNAME = EPM3064_GEN
export VERILOG_FILES = /design/flow/design.v
export SDC_FILE = /design/flow/constraint.sdc
export NUM_CORES = 4
export LEC_CHECK = 1
export CORE_UTILIZATION = 30
==> flow/constraint.sdc <==
current_design EPM3064_GEN

set clk_period 1.4
set clk_io_pct 0.2

create_clock -name clk0 -period $clk_period [get_ports {clk}]
create_clock -name clk1 -period $clk_period [get_ports {spi_clk}]
create_clock -name clk2 -period $clk_period [get_ports {spi_cs}]

set non_clock_inputs [all_inputs -no_clocks]
set_input_delay [expr $clk_period * $clk_io_pct] -clock clk0 $non_clock_inputs
set_output_delay [expr $clk_period * $clk_io_pct] -clock clk0 [all_outputs]
==> flow/design.v <==
module EPM3064_GEN(
input clk,
input reset,
input spi_cs,
input spi_clk,
input spi_mosi,
output gen
);
wire [15:0] arr;
reg  [15:0] cnt = 16'b0;
reg gen_r = 1'b0;
spi_rx16 spi(.spi_cs(spi_cs), .spi_clk(spi_clk), .spi_mosi(spi_mosi), .spi_data(arr), .reset_n(reset));
reg [3:0] div = 4'b0;
always @(negedge clk ) begin
	div <= div + 1;
end
always @(negedge div[3] ) begin
	if(cnt == arr) begin
		gen_r = ~gen_r;
		cnt <= 16'b0;
	end else begin
		cnt <= cnt + 1;
	end
end
assign gen = gen_r;
endmodule
module spi_rx16(
input reset_n,
input spi_cs,
input spi_clk,
input spi_mosi,
output [15:0] spi_data
);
    reg [15:0] data = 16'b0;
    reg [15:0] rx = 16'b0;
    always @(negedge spi_clk ) begin
            if(spi_cs == 1'b0) begin
                rx <= rx << 1;
                rx[0] <= spi_mosi;
            end
    end
    always @(posedge spi_cs ) begin
            data <= rx;
    end
assign spi_data = data;
endmodule
==> deck_impl_summary.md <==
Run Summary

Status
  • Outcome: finished, final reports clean

Power and ir drop
  • Total power: 3.98 mW
  • P_leak: 0.931 nW
  • Max VDD drop: 1.54 mV
  • PD cells: 1780 nW/µm²

Synthesis
  • Number of distinct library cells after synthesis: 23
  • Async SR Flop Fraction: 0%
  • Mapped Cells: 149
  • Syn. warnings: 2
  • Top FF cell, synth: dfxtp_1
  • Synthesized area per cell: 12.5 µm²
  • Synthesized registers: 53
  • Post-synth area from yosys stat: 1860 µm²
  • Seq share, synth: 66.3%
  • Yosys stat cell total: 149
  • Flip-flops with a built-in enable: 17
  • Mapped Area: 1860 µm²

Timing
  • Worst slew pin tran: 0.449 ns
  • Worst Skew: 0.0147 ns
  • Slew HR: 70.1%
  • RSZ-0062 raised after global routing: false
  • Setup TNS: 0 ns
  • Max-slew violation total from the final report: 0
  • Fin Hold WS: 0.135 ns
  • Number of unconstrained endpoints: 19
  • Hold Vio Cnt, Final: 0
  • Setup violators final: 0
  • Register pins left without a clock: 17
  • Final critical-path setup slack: 0.0847 ns

Setup path
  • Worst setup path start: spi_mosi
  • WP buf/inv: 1
  • R2R depth: 0
  • Worst R2R Start: spi.rx[8]
  • Slowest stage delay, CP: 0.39 ns
  • CP Class: in2reg
  • Worst path slowest cell: clkdlybuf4s50_1
  • Crit end category: flop
  • CP top delay family: buffers and inverters
  • Cells along the critical path: clkdlybuf4s50_1
  • CP Depth: 1
  • Worst reg2reg path endpoint: spi.data[8]
  • Startpoint Class: primary input
  • Worst path required time: 0.76 ns
  • WP data arrival: 0.67 ns
  • R2r setup slk: 0.13 ns
  • Crit path max fanout: 1

Route
  • Routed WL: 2.69 mm
  • Total number of vias: 1107
  • Wire per inst: 10.0 µm
  • TritonRoute pass-1 iters: 4
  • Antenna violation net count after detailed routing: 0
  • Residual DRC: 0
  • # diodes: 0
  • Routed vias/inst: 4.12
  • DR iter-0 viols: 23

Die
  • Die height: 80.7 µm
  • Top Ports: 6
  • Core ar.: 5960 µm²
  • Die area: 6510 µm²
  • Row Count: 28
  • Die width: 80.7 µm
  • Core utilization at floorplan: 31.2%

Global route
  • GRT Total Usage: 10.3%
  • Largest net degree at the start of global routing: 18
  • Grt ovf: 0
  • Vias in the first global route: 1277
  • First-pass GRT wire length: 4.98 mm
  • Initial antenna violation count: 0

Clocking
  • Post_cts resized: 0
  • Hold_buf cts: 0
  • TritonCTS clock tree: done
  • Clock transition at path regs: 0.04 ns
  • # Post-CTS Setup Buffers: 0

Cells and area
  • Fin area: 2240 µm²
  • Comb. cell area: 562 µm²
  • Share of cells above drive strength 1: 8.25%
  • Layout area overhead: 20.9%
  • Final non-filler cell total: 269
  • FILL cells: 565
  • Most numerous logic cell after layout: inv_1
  • Commonest non-fill, non-tap cells in the layout: inv_1, dfxtp_1, xnor2_1
  • Final core occ: 37.7%
  • Register area: 1230 µm²

Run
  • Tool Warnings: 63
  • # Max-Cap Violations: 0

Placement
  • DP Wirelength: 1.71 mm
  • Placed cell count: 222
  • GP Congestion: 0.749
  • Pre-CTS worst setup slack: -0.231 ns
  • IO buf count: 2
  • Placed Area: 1950 µm²

Worst hold path
  • Min-Delay Path Class: clk2reg
  • Min-Delay Path Depth: 3
  • Min-Delay Startpoint: spi_cs
  • Hold endpoint: spi.rx[15]
## kinds of logic after synthesis
logic type / count (synthesis) / synth area share, %
AOI/OAI and AO/OA: 2 / 0.674
xor gates and xnor gates: 31 / 14.6
adders and majority gates: 2 / 1.35
buffers and inverters: 14 / 3.44
DFF: 53 / 66.3
and+or+nand+nor: 47 / 13.6
## layer usage
metal / GRT usage, % / wire length [µm] / vias up
met2: 13.1 / 1100 / 32
met4: 7.68 / 122 / 0
met5: 0 / 0 / -
met1: 13.1 / 1330 / 476
met3: 5.54 / 138 / 12
li1: - / - / 587
## how the worst max path moves through the flow
| stage | end |
|---|---|
| after global routing | spi.data[8] |
| after CTS | spi.rx[0] |
| final | spi.rx[0] |
## synthesized netlist by cell type (2+ instances only)
library cell | count | area share [%]
xnor2_1 | 28 | 13
clkbuf_2 | 2 | 0.54
nor3_1 | 5 | 1.3
nor4_1 | 2 | 0.67
xor2_1 | 3 | 1.4
nor2_1 | 17 | 3.4
nand4_1 | 8 | 2.7
nand3_2 | 2 | 1.1
nand3_1 | 5 | 1.3
dfxtp_1 | 36 | 39
edfxtp_1 | 17 | 27
nand2_1 | 4 | 0.81
inv_1 | 9 | 1.8
ha_1 | 2 | 1.3
## power by group
part           switching (mW)  internal, mW
Sequential              0.206          1.79
Combinational          0.0886         0.165
Clock                   0.826         0.908
Total                    1.12          2.86
## sequential cells by signal, indices dropped and copies added, names as in the netlist
name / cells
spi.data: 16
gen_r: 1
cnt: 16
spi.rx: 16
div: 4
## cell type report
type                            instances  area share, %
Timing Repair Buffer                    3           1.23
Sequential cell                        53           54.8
Clock inverter                         37           6.19
Clock buffer                           13           7.53
Inverter                                6           1.00
Tap cell                               75           4.18
Multi-Input combinational cell         82           25.0
No activity file was given, so power comes from the tool's default toggle rates.
